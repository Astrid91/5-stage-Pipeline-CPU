==> design.v <==
module EX_MEM( clk, rst, ZeroEX, WB, M, rd_rt, ALUOut, RD2, branch_PC, pc, jump_addr, ZeroMEM, WB_Reg, M_Reg, rd_rt_Reg, ALU_Reg, WD, branch_PC_Reg, pc_Reg, jump_addr_Reg );
	input clk, rst, ZeroEX;
	input [2:0] WB;
	input [3:0] M;
	input [4:0] rd_rt;
	input [31:0] ALUOut, RD2, branch_PC, pc, jump_addr;
	output reg ZeroMEM ;
	output reg [2:0] WB_Reg;
	output reg [3:0] M_Reg;
	output reg [4:0] rd_rt_Reg;
	output reg [31:0] ALU_Reg, WD, branch_PC_Reg, pc_Reg, jump_addr_Reg;
	always@( posedge clk )
	begin
		if ( rst )
		begin
			WB_Reg <= 0;
			M_Reg <= 0;
			branch_PC_Reg <= 0;
			pc_Reg <= 0;
			ALU_Reg <= 0;
			WD <= 0;
			rd_rt_Reg <= 0;
			ZeroMEM <= 0;
		end
		else
		begin
			ZeroMEM <= ZeroEX;
			WB_Reg <= WB;
			M_Reg <= M;
			branch_PC_Reg <= branch_PC;
			pc_Reg <= pc;
			ALU_Reg <= ALUOut;
			WD <= RD2;	
			rd_rt_Reg <= rd_rt;
			jump_addr_Reg <= jump_addr ;
		end
	end
endmodule
==> run.sh <==
#!/bin/bash
# OpenROAD 26Q1-2900-gdf79404cd8, Yosys 0.63+post, stock flow scripts
make -C /OpenROAD-flow-scripts/flow DESIGN_CONFIG=/design/flow/config.mk WORK_HOME=/design/flow/orfs finish
==> config.mk <==
export PLATFORM = sky130hd
export DESIGN_NAME = EX_MEM
export DESIGN_NICKNAME = EX_MEM
export VERILOG_FILES = /design/flow/design.v
export SDC_FILE = /design/flow/constraint.sdc
export NUM_CORES = 4
export LEC_CHECK = 1
export CORE_AREA = 10 10 229 229
export DIE_AREA = 0 0 239 239
==> constraint.sdc <==
current_design EX_MEM

set clk_period 1.0
set clk_io_pct 0.2

create_clock -name clk0 -period $clk_period [get_ports {clk}]

set non_clock_inputs [all_inputs -no_clocks]
set_input_delay [expr $clk_period * $clk_io_pct] -clock clk0 $non_clock_inputs
set_output_delay [expr $clk_period * $clk_io_pct] -clock clk0 [all_outputs]
==> GITHUB_STEP_SUMMARY <==
## PnR job results

| Metric | Value |
|---|---|
| Final Wtd Congestion | `slightly below 0.8` |
| Failing checks | `negative setup slack` |
| Postcts setup bufs | `0` |
| FP Util | `about 10%` |
| Std-Cell Rows | `around 80` |
| Remaining Overflow, GRT | `0` |
| Layout cells sized above 1 | `a little over a third` |
| Post-layout util | `roughly a fifth` |
| Die Area | `roughly 57000 sq um` |
| Fmax | `between 800 and 900 MHz` |
| DRC violations left | `0` |
| Initial antenna violation count | `1` |
| DR iter-0 viols | `78` |
| Drt wl/cell | `around 14 um` |
| I/O Buffers | `347` |
| Largest cells by area | `dfxtp_1 59%, edfxtp_1 20%, nor2b_1 19%` |
| EDFF count, synth | `32` |
| Hold WS | `204.0 ps` |
| Critical Path, Cell by Cell | `buf_2` |
| Maxcap violations | `0` |
| Clock slew at reported path FFs | `80 ps` |
| Worst EP arrival | `roughly 1000 ps` |
| Total Routing Usage GR | `6.493%` |
| Critical path buffer and inverter count | `1` |
| Cell Area, Synth | `between 4000 and 5000 sq um` |
| Setup CP Type | `reg2out` |
| Cell type with the largest total area | `dfxtp_1` |
| Post-DP HPWL | `15460 um` |
| P per Cell Area | `around 1800 nW/um^2` |
| Pleak | `around 0.0037 uW` |
| # setup viols final | `173` |
| Minimum clock period | `roughly 1200 ps` |
| Antenna violation net count after detailed routing | `0` |
| YS warnings | `1` |
| Delay-heaviest family, CP | `flip-flops` |
| Critical Path Source Type | `flop` |
| Critical-path top delay cell | `edfxtp_1` |
| Peak supply drop | `approximately 1.0 mV` |
| Normalized max-slew margin | `around 80%` |
| Tot Pwr | `around 16000 uW` |
| Clk buf depth | `2` |
| Fin. max-slew vios | `0` |
| CTS tree | `built` |
| Area share, top type | `59.24%` |
| PnR worst setup slack | `-243.7 ps` |
| Slowest Stage Delay on Critical Path | `about 420 ps` |
| Worst setup EP type | `output pin` |
| CTS Buf Count | `17` |
| Mapped Avg Cell Area | `14.44 sq um` |
| Synth Register Bits | `approximately 170` |
| Core area | `~48000 sq um` |
| Yosys synthesis chip area | `roughly 4800 sq um` |
| RSZ-0062 raised after global routing | `true` |
| Final wirelength | `slightly below 20000 um` |
| Ys async rst share | `0%` |
| Critical-path maximum fanout | `1` |
| Syn Inst Count | `330` |
| Ys cells | `roughly 330` |
| DR vias | `approximately 3700` |
| Seq/Total Area, Yosys | `around 79%` |
| Via/cell ratio | `between 2 and 3` |
| Vias in the first global route | `about 3900` |
| CTS Root Buffer Type | `clkbuf_16` |
| I/O pin count | `about 350` |
| Final Hold Viols | `0` |
| Pin count of the biggest net entering global routing | `65` |
| Die X | `between 200 and 250 um` |
| TritonRoute pass-1 iters | `4` |
| Tool Warnings | `28` |
| Synth unique cells | `6` |
| Final Cycle Share | `124.4%` |
| Area delta synth->final | `87.39%` |
| Die height | `~240 um` |
| Worst EP required | `about 800 ps` |
| First-pass GRT wire length | `between 20000 and 30000 um` |
| Hold Path Class | `in2reg` |
| Most instantiated cells after synthesis | `141 x dfxtp_1, 141 x nor2b_1, 32 x edfxtp_1` |
| Filler Cells Inserted | `~5200` |
| H-Tree Level Count | `4` |
| Outcome | `finished, violations left` |
| Clock Sinks | `173` |
| Worst slew pin tran | `approximately 280 ps` |
| Top_reg_cell synth | `dfxtp_1` |
## cell usage in the layout, fill, tap and decap left out
cell type,count
clkdlybuf4s50_1,173
buf_2,162
nor2b_1,141
dfxtp_1,104
edfxtp_1,32
dfxtp_2,31
clkbuf_16,17
buf_4,16
buf_6,11
dfxtp_4,6
inv_8,5
clkinvlp_4,4
buf_12,3
clkinv_4,2
clkinv_8,2
inv_6,2
diode_2,1
clkbuf_1,1
## cells by family after synthesis
kind of cell | count (synthesis) | synth area share, %
buf+inv | 16 | 2.074
flops | 173 | 79.41
simple gates | 141 | 18.51
## flip-flops by register name (all words and copies together) (netlist names)
register       cells
pc_Reg            32
M_Reg              4
branch_PC_Reg     32
rd_rt_Reg          5
WB_Reg             3
ALU_Reg           32
WD                32
jump_addr_Reg     32
ZeroMEM            1
## report_power, final
group          total [uW]  switching [uW]  internal, uW  leakage, uW
clock network        6580            3270          3310     0.000272
logic                1450             391          1060      0.00190
registers            7640             123          7510      0.00150
## path summary, 6_finish.rpt
kind | from | to | slack (ps) | depth (start not counted)
max | jump_addr_Reg[29]$_DFFE_PN_ | jump_addr_Reg[29] | -240 | 1
min | rst | WD[23]$_SDFF_PP0_ | 200 | 3
## what timing repair did
action | 4_1_cts | 5_1_grt
gates cloned | 0 | 0
hold buffers | 0 | 0
resized | 614 | 10
endpoints found under the setup margin | 173 | 173
hold endpoints to repair | 0 | 0
## area by class of cell
| cell class | instances | area [sq um] | share of cell area, % |
|---|---|---|---|
| inverters | 1 | 7.507 | 0.08408 |
| multi-input cells | 141 | 882.1 | 9.879 |
| flip-flops and latches | 173 | 3845 | 43.06 |
| well taps | 615 | 769.5 | 8.618 |
| diodes | 1 | 2.502 | 0.02803 |
| repair buffers | 365 | 2846 | 31.88 |
| clock inverters | 14 | 146.4 | 1.640 |
| clock buffers | 18 | 429.2 | 4.807 |
## worst min-delay path: cells and delay by family
family,cells,cell delay [ps]
buf+inv,2,320
simple gates,1,110
## per-stage QoR
| step | cells | instance area [sq um] | setup TNS, ps | setup WS (ps) |
|---|---|---|---|---|
| 6_report | 1328 | 8929 | -17650 | -243.7 |
| 4_1_cts | 1327 | 8909 | -28660 | -288.5 |
| 5_1_grt | 1328 | 8929 | -30410 | -297.3 |
| 3_5_place_dp | 1295 | 9086 | -2236 | -285.0 |
| 2_1_floorplan | 330 | 4783 | -3386 | -105.8 |
| 3_3_place_gp | 1295 | 9086 | -2338 | -286.8 |
## per-layer routing
metal / global-route usage [%] / share of wire (%) / up-vias
met5: 0 / 0 / -
met1: 7.560 / 39 / 1651
met2: 9.921 / 45 / 214
li1: - / - / 1770
met4: 1.447 / 2.4 / 0
met3: 4.122 / 14 / 22
Power figures rest on the tool's default switching activity, not on a simulated workload.
