## run.sh

```bash
#!/bin/bash
# OpenROAD 26Q1-2900-gdf79404cd8, Yosys 0.63+post, stock flow scripts
make -C /OpenROAD-flow-scripts/flow DESIGN_CONFIG=/design/flow/config.mk WORK_HOME=/design/flow/orfs finish
```

## config.mk

```make
export PLATFORM = sky130hd
export DESIGN_NAME = ID_EX
export DESIGN_NICKNAME = ID_EX
export VERILOG_FILES = /design/flow/design.v
export SDC_FILE = /design/flow/constraint.sdc
export NUM_CORES = 4
export LEC_CHECK = 1
export CORE_AREA = 10 10 192 192
export DIE_AREA = 0 0 202 202
```

## constraint.sdc

```tcl
current_design ID_EX

set clk_period 1.0
set clk_io_pct 0.2

create_clock -name clk0 -period $clk_period [get_ports {clk}]

set non_clock_inputs [all_inputs -no_clocks]
set_input_delay [expr $clk_period * $clk_io_pct] -clock clk0 $non_clock_inputs
set_output_delay [expr $clk_period * $clk_io_pct] -clock clk0 [all_outputs]
```

## design.v

```verilog
module ID_EX( clk, rst, Zero, WB, M, EX, rt, rd, extend_SHT, funct, total, RD1, RD2, immed_in, pc, jump_addr, ZeroEX, total_Reg, WB_Reg, MEM_Reg, EX_Reg, rt_Reg, rd_Reg, extend_SHT_Reg, funct_Reg, RD1_Reg, RD2_Reg, immed_in_Reg, pc_Reg, jump_addr_Reg );
	input clk, rst, Zero;
	input [2:0] WB;
	input [3:0] M, EX;
	input [4:0] rt, rd, extend_SHT;
	input [5:0] funct;
	input [6:0] total;
	input [31:0] RD1, RD2, immed_in, pc, jump_addr;
	output reg ZeroEX ;
	output reg [6:0] total_Reg;
	output reg [2:0] WB_Reg;
	output reg [3:0] MEM_Reg, EX_Reg;
	output reg [4:0] rt_Reg, rd_Reg, extend_SHT_Reg;
	output reg [5:0] funct_Reg ;
	output reg [31:0] RD1_Reg, RD2_Reg, immed_in_Reg, pc_Reg, jump_addr_Reg;
	always@( posedge clk )
	begin
		if ( rst )
		begin
			ZeroEX <= 0 ;
			pc_Reg <= 0;
			WB_Reg <= 0; 
			MEM_Reg <= 0;
			EX_Reg <= 0;
			RD1_Reg <= 0;
			RD2_Reg <= 0;
			immed_in_Reg <= 0;
			rt_Reg <= 0 ;
			rd_Reg <= 0;
			total_Reg <= 0;
			funct_Reg <= 0;
			extend_SHT_Reg <= 0 ;
		end
		else
		begin
			ZeroEX <= Zero ;
			pc_Reg <= pc;
			WB_Reg <= WB;
			MEM_Reg <= M;
			EX_Reg <= EX;
			RD1_Reg <= RD1;
			RD2_Reg <= RD2;
			immed_in_Reg <= immed_in;
			rt_Reg <= rt;
			rd_Reg <= rd;
			total_Reg <= total;
			jump_addr_Reg <= jump_addr ;
			funct_Reg <= funct ;
			extend_SHT_Reg <= extend_SHT ;
		end
	end
endmodule
```

==> flow_metrics.env <==
# source this file to load flow results
export IMPL_status="complete, but fails checks"
export IMPL_violations="negative setup slack"
export IMPL_tightest_slew_ns=0.232
export IMPL_cp_end_kind="output port"
export IMPL_ys_top_cells_by_count="dfxtp_1 (168), nor2b_1 (168), edfxtp_1 (32)"
export IMPL_numCtsBuffers=17
export IMPL_io_buffers=401
export IMPL_gp_congestion=0.826
export IMPL_startpoint_type="flop"
export IMPL_min_from="rst"
export IMPL_fmax_mhz=871
export IMPL_yosys_warnings=1
export IMPL_leakage_uw=0.00421
export IMPL_syn_area_sq_um=5470
export IMPL_fill_cells=3363
export IMPL_cp_max_fo=1
export IMPL_edf_count=32
export IMPL_finalSetupViolCount=200
export IMPL_track_usage_pct=9.96
export IMPL_critPathSlowestCell="edfxtp_1"
export IMPL_rsz0062_at_grt="true"
export IMPL_async_reset_ff_share_pct=0
export IMPL_synth_flops=200
export IMPL_syn_avg_cell_area_sq_um=14.1
export IMPL_tritoncts="yes"
export IMPL_warning_count=28
export IMPL_period_minus_slack_ns=1.15
export IMPL_hold_viol_final=0
export IMPL_crit_family="flip-flops"
export IMPL_cap_violations=0
export IMPL_clk_pin_slew_ns=0.07
export IMPL_syn_instance_count=387
export IMPL_core_util_floorplan_pct=16.8
export IMPL_ys_seq_share_pct=79.0
export IMPL_vias_per_cell=3.29
export IMPL_cts_sinks=200
export IMPL_hold_ws_ns=0.217
export IMPL_power_uw=17200
export IMPL_drc=0
export IMPL_firstDrtPassIters=4
export IMPL_yosysUniqueCellTypes=7
export IMPL_cp_slowest_stage_delay_ns=0.38
export IMPL_dp_hpwl_microns=17000
export IMPL_rows=66
export IMPL_path_cells="buf_2"
export IMPL_final_util_pct=30.2
export IMPL_hp_class="in2reg"
export IMPL_flop_cell="dfxtp_1"
export IMPL_wire_per_inst_microns=16.5
export IMPL_grt_start_max_net_pins=38
export IMPL_ant_nets=0
export IMPL_cts_resized=690
export IMPL_fin_ws_ns=-0.148
export IMPL_slew_viol_final=0
export IMPL_antenna_found_initial=2
export IMPL_cts_hold_buf=0
export IMPL_slew_headroom_pct=84.5
export IMPL_postCtsSetupBuffers=0
export IMPL_vias=4149
export IMPL_top_area_cell="dfxtp_1"
export IMPL_die_area_sq_um=40800
export IMPL_clock_root_buffer="clkbuf_16"
export IMPL_crit_type="reg2out"
export IMPL_synth_top_area_share_pct=61.5
export IMPL_die_h_microns=202
export IMPL_grt_first_pass_wirelength_microns=30000
export IMPL_pin_count=402
export IMPL_synth_stat_cells=387
export IMPL_design_core_area_sq_um=32600
export IMPL_max_vdd_ir_drop_v=0.00105
export IMPL_power_density_nw_per_um2=1740
export IMPL_grt_pass1_vias=4372
export IMPL_cp_arrival_ns=0.95
export IMPL_min_period_over_period_pct=115
export IMPL_drt_iter0_drc=74
export IMPL_yosysChipArea_sq_um=5470
export IMPL_grt_overflow=0
export IMPL_worst_path_buf_inv=1
export IMPL_cts_max_level=4
export IMPL_cp_data_required_time_ns=0.80
export IMPL_wl_microns=20800
export IMPL_place_area_sq_um=10200
export IMPL_netlist_top_cells_area="dfxtp_1 (61%), nor2b_1 (19%), edfxtp_1 (18%)"
export IMPL_hold_end="RD1_Reg[20]$_SDFF_PP0_"
export IMPL_area_growth_pct=79.9
export IMPL_final_layout_size_suffix_gt1_share_pct=33.7
export IMPL_fp_dieW_microns=202
export IMPL_clock_path_buffers=2
export IMPL_design_area_sq_um=9840
export IMPL_whs_path_depth=3
==> sequential cells by signal, indices dropped and copies added (netlist names), 4 cells and up <==
signal	cells
pc_Reg	32
MEM_Reg	4
immed_in_Reg	32
EX_Reg	4
RD2_Reg	32
rd_Reg	5
extend_SHT_Reg	5
RD1_Reg	32
jump_addr_Reg	32
funct_Reg	6
total_Reg	7
rt_Reg	5
==> how the worst max path moves through the flow <==
stage | start | to | slack, ns | depth (start not counted)
4_1_cts | jump_addr_Reg[25]$_DFFE_PN_ | jump_addr_Reg[25] | -0.19 | 1
5_1_grt | jump_addr_Reg[25]$_DFFE_PN_ | jump_addr_Reg[25] | -0.21 | 1
6_report | jump_addr_Reg[25]$_DFFE_PN_ | jump_addr_Reg[25] | -0.15 | 1
==> final cells by class <==
cell class                 instances  area (sq um)  area share (%)
timing repair buffer             418          3300            33.5
multi-input combinational        168          1050            10.7
clock inverter                    15           140            1.42
antenna                            1          2.50          0.0254
clock buffer                      17           425            4.32
sequential                       200          4360            44.3
inverter                           1          7.51          0.0763
tap                              442           553            5.62
==> metal layers <==
layer  routed length [microns]  GRT usage [%]
met1                      8170           11.8
met2                     10100           16.4
met3                      2360           5.12
met4                       221           1.07
met5                         0              0
==> per-stage QoR <==
stage / std cells / setup TNS, ns / setup WS [ns]
global route: 1261 / -22.63 / -0.209
CTS: 1261 / -19.61 / -0.190
global placement: 1229 / -0.824 / -0.181
finish: 1262 / -11.25 / -0.148
detailed placement: 1229 / -0.800 / -0.169
floorplan: 387 / -4.34 / -0.136
==> cells in the final DEF (no fill, tap or decap) <==
cell             Yosys  final
inv_8                0      3
buf_6                0     10
nor2b_1            168    168
dfxtp_4              0      3
buf_2               13    191
edfxtp_1            32     32
clkbuf_16            0     17
clkinv_4             0      2
clkinv_2             0      1
bufinv_16            0      1
buf_4                2      9
clkinvlp_4           0      1
buf_12               0      8
clkdlybuf4s50_1      0    200
clkinv_1             0      1
inv_6                0      4
clkinvlp_2           0      3
dfxtp_1            168    142
dfxtp_2              0     23
diode_2              0      1
==> kinds of logic after synthesis <==
group | share of synthesized area, %
buf+inv | 1.74
flops | 79.0
simple gates | 19.2
==> report_power, final <==
group          internal, uW  switching, uW  total, uW
combinational          1230            467       1700
sequential             8640            108       8750
clock                  3490           3220       6710
